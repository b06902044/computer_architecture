### flow/run.sh
#!/bin/bash
# OpenROAD 26Q1-2900-gdf79404cd8, Yosys 0.63+post, stock flow scripts
make -C /OpenROAD-flow-scripts/flow DESIGN_CONFIG=/design/flow/config.mk WORK_HOME=/design/flow/orfs finish
### flow/config.mk
export PLATFORM = sky130hd
export DESIGN_NAME = ID_EX
export DESIGN_NICKNAME = ID_EX
export VERILOG_FILES = /design/flow/design.v
export SDC_FILE = /design/flow/constraint.sdc
export NUM_CORES = 4
export LEC_CHECK = 1
export CORE_AREA = 10 10 145 145
export DIE_AREA = 0 0 155 155
### flow/design.v
module ID_EX(
    input           clk_i, AluSrc, RegWrite, MemtoReg, MemRead, MemWrite,
    input [1 : 0]   AluOp,
    input [2 : 0]   func3,
    input [6 : 0]   func7,
    input [31 : 0]  rd_addr, rs1_addr, rs2_addr, rs1_data, rs2_data, imm_o,
    output reg [31 : 0] ID_EX_RS1data, ID_EX_RS2data, ID_EX_IMM,
    output reg [4 : 0]  ID_EX_RD, ID_EX_RS1, ID_EX_RS2,
    output reg [6 : 0]  ID_EX_func7,
    output reg [2 : 0]  ID_EX_func3,
    output reg [1 : 0]  ID_EX_AluOp,
    output reg          ID_EX_AluSrc, ID_EX_RegWrite, ID_EX_MemtoReg, ID_EX_MemRead, ID_EX_MemWrite
);
always @(posedge clk_i) begin
    if(rd_addr)     ID_EX_RD        <= rd_addr;     else    ID_EX_RD        <= 0;
    if(rs1_addr)    ID_EX_RS1       <= rs1_addr;    else    ID_EX_RS1       <= 0;
    if(rs2_addr)    ID_EX_RS2       <= rs2_addr;    else    ID_EX_RS2       <= 0;
    if (rs1_data)   ID_EX_RS1data   <= rs1_data;    else    ID_EX_RS1data   <= 0;
    if(rs2_data)    ID_EX_RS2data   <= rs2_data;    else    ID_EX_RS2data   <= 0;
    if(imm_o)       ID_EX_IMM       <= imm_o;       else    ID_EX_IMM       <= 0;
    if(func7)       ID_EX_func7     <= func7;       else    ID_EX_func7     <= 0;
    if(func3)       ID_EX_func3     <= func3;       else    ID_EX_func3     <= 0;
    if(AluOp)       ID_EX_AluOp     <= AluOp;       else    ID_EX_AluOp     <= 0;
    if(AluSrc)      ID_EX_AluSrc    <= AluSrc;      else    ID_EX_AluSrc    <= 0;
    if(RegWrite)    ID_EX_RegWrite  <= RegWrite;    else    ID_EX_RegWrite  <= 0;
    if(MemtoReg)    ID_EX_MemtoReg  <= MemtoReg;    else    ID_EX_MemtoReg  <= 0;
    if(MemRead)     ID_EX_MemRead   <= MemRead;     else    ID_EX_MemRead   <= 0;
    if(MemWrite)    ID_EX_MemWrite  <= MemWrite;    else    ID_EX_MemWrite  <= 0;
end
endmodule
### flow/constraint.sdc
current_design ID_EX

set clk_period 1.0
set clk_io_pct 0.2

create_clock -name clk0 -period $clk_period [get_ports {clk_i}]

set non_clock_inputs [all_inputs -no_clocks]
set_input_delay [expr $clk_period * $clk_io_pct] -clock clk0 $non_clock_inputs
set_output_delay [expr $clk_period * $clk_io_pct] -clock clk0 [all_outputs]
==> results.json <==
{
  "status": "finished, violations left",
  "violations": "negative setup slack",
  "worst_pin_slew_ns": 0.1814,
  "p_leak_uw": 0.002381,
  "fin_area_mm2": 0.005433,
  "die_y_um": 155,
  "hold_viol_final": 0,
  "io_buffers": 256,
  "use_met1": 0.08812,
  "ys_ff": 128,
  "cp.arrival_ns": 0.83,
  "use_met3": 0.05709,
  "initCoreUtil": 0.1683,
  "ant_nets": 0,
  "vias_per_cell": 3.074,
  "grt_setup_unrepaired": "true",
  "cts_root_buf": "clkbuf_16",
  "cp-end-kind": "output port",
  "drc": 0,
  "vias": 1986,
  "worstSetupStartpointType": "flip-flop",
  "core_mm2": 0.01796,
  "syn_area_per_cell_um2": 12.05,
  "yosysSeqAreaShare": 0.8473,
  "slowest_delay_ns": 0.31,
  "cts_buffer_depth": 2,
  "placed_cells": 613,
  "htree_levels": 4,
  "comb_area_um2": 0,
  "synthToLayoutAreaGrowth_pct": 79.64,
  "slew-limit-headroom": 0.8790,
  "setup-violations-final": 85,
  "min_to": "ID_EX_RS2data[15]",
  "ys.warnings.count": 1,
  "syn_area_mm2": 0.003024,
  "worstSetupPathType": "reg -> out",
  "drive_above_1_share": 0.4495,
  "clkTransAtPathRegs_ns": 0.06,
  "path_buffers": 1,
  "cp_top_family": "flip-flops",
  "die_w_um": 155,
  "p_total_uw": 12120,
  "routed_wl_um": 10210,
  "cts_made_buffers": 17,
  "maxCapViolCount": 0,
  "yosys-stat-area_mm2": 0.003024,
  "antenna_found_initial": 1,
  "fin_crit_sh": 1.033,
  "grt_max_degree": 17,
  "syn_inst": 251,
  "grt-ovfl-total": 0,
  "placementRows": 49,
  "whs_path_depth": 1,
  "tool_warnings": 108,
  "die_area_mm2": 0.02403,
  "hold_buffers": 0,
  "slew_violations": 0,
  "fin_crit_ns": 1.033,
  "yosysUniqueCellTypes": 2,
  "met2_usage": 0.1298,
  "hp-start": "rs2_data[15]",
  "nFillCells": 1823,
  "hold_path_class": "in -> reg",
  "dpl-instance-area_mm2": 0.005411,
  "grt_pass1_wl_um": 14660,
  "dp_hpwl_um": 8678,
  "grt_pass1_vias": 2212,
  "cpMaxStageDelayCell": "dfxtp_2",
  "fmax_ghz": 0.9680,
  "ir_worst_vdd_uv": 1061,
  "top_usage_layer": "met2",
  "dr.pass1.iters": 3,
  "ios": 338,
  "cts_tree": "yes",
  "power_density_mw_per_mm2": 2232,
  "cts_sinks": 128,
  "worstPathCellList": "buf_6",
  "grt_usage": 0.08086,
  "gp_congestion": 0.8442,
  "logic_gates": 0,
  "initialDrtViolationCount": 25,
  "path_max_fanout": 1,
  "ys_cells": 251,
  "timing.final.ws_setup_ns": -0.03307,
  "cp.required_ns": 0.80,
  "finalNonFillerCells": 646,
  "wl_per_cell_um": 15.80
}
[per-layer routing]
metal / up-vias / wire length, um
met5: - / 0
met4: 0 / 115
met3: 7 / 1597
met2: 152 / 4797
met1: 877 / 3696
li1: 950 / -
[cells in the final DEF, fill, tap and decap left out, drive strengths merged]
cell type	Yosys	routed
buf	0	128
clkinvlp	0	3
clkbuf	123	18
clkdlybuf4s50	0	128
bufinv	0	2
clkinv	0	9
dfxtp	128	128
diode	0	1
[registers in the layout, summed over array words and instances (netlist names)]
signal,flops
ID_EX_MemRead,1
ID_EX_RS1,5
ID_EX_RS1data,32
ID_EX_AluSrc,1
ID_EX_MemWrite,1
ID_EX_AluOp,2
ID_EX_IMM,32
ID_EX_RS2data,32
ID_EX_func7,7
ID_EX_RD,5
ID_EX_RS2,5
ID_EX_MemtoReg,1
ID_EX_RegWrite,1
ID_EX_func3,3
[stage by stage]
step	setup slack [ns]	hold slack, ns	util	TNS (ns)
after floorplan	0.5385	0.2277	-	0
after global placement	-0.08135	0.6500	0.3012	-0.1994
after detailed placement	-0.07607	0.6516	0.3012	-0.1977
after CTS	-0.06919	0.1982	0.3011	-4.661
after global routing	-0.07930	0.2001	0.3023	-6.285
final	-0.03307	0.2235	0.3024	-1.041
[synth_stat cells]
cell type	n	area (um2)
clkbuf_1	123	461.7
dfxtp_1	128	2562
[power breakdown]
| part | switching, uW | total, uW | internal (uW) |
|---|---|---|---|
| combinational | 133 | 746 | 613 |
| clock | 2210 | 5930 | 3720 |
| sequential | 60.8 | 5450 | 5390 |
[layout make-up]
cell class | count | area [um2] | area share
flip-flops and latches | 128 | 2596 | 0.4779
clock inverters | 14 | 142.6 | 0.02626
diodes | 1 | 2.502 | 0.0004606
clock buffers | 18 | 439.2 | 0.08084
well taps | 229 | 286.5 | 0.05274
repair buffers | 256 | 1966 | 0.3618
[worst max-delay path by stage]
stage | startpoint | endpoint | slack (ns) | cells after the start
after CTS | ID_EX_IMM[4] | ID_EX_IMM[4] | -0.07 | 1
after global routing | ID_EX_IMM[4] | ID_EX_IMM[4] | -0.08 | 1
final | ID_EX_IMM[4] | ID_EX_IMM[4] | -0.03 | 1
[kinds of logic (layout without fill, tap and decap cells)]
family | count (synthesis) | in the layout | share of synthesized area
DFF | 128 | 128 | 0.8473
buffers and inverters | 123 | 288 | 0.1527
other | 0 | 1 | 0
[repair_timing]
| item | CTS | global route |
|---|---|---|
| gates cloned | 0 | 0 |
| endpoints found under the setup margin | 128 | 128 |
| gates resized | 439 | 9 |
| buffers inserted | 0 | 0 |
